===== /design/flow/design.v =====
`timescale 1ns / 1ps
module BS_1_comp1(output LT, EQ, GT, input a,b);
wire w1, w2;
not X1(w1, a);
not X2 (w2, b);
and X3 (LT,w1, b);
and X4 (GT,w2, a);
xnor X5 (EQ, a, b);
endmodule
`timescale 1ns / 1ps
module BS_4_comp4(output LT, EQ, GT, input [3:0]a,b);
wire [3:0]LT1,EQ1,GT1;
BS_1_comp1 c0(LT1[0],EQ1[0],GT1[0],a[0],b[0]);  
BS_1_comp1 c1(LT1[1],EQ1[1],GT1[1],a[1],b[1]);
BS_1_comp1 c2(LT1[2],EQ1[2],GT1[2],a[2],b[2]);
BS_1_comp1 c3(LT1[3],EQ1[3],GT1[3],a[3],b[3]);
or o2(LT,LT1[3],(EQ1[3]&LT1[2]), (EQ1[3]&EQ1[2]&LT1[1]),(EQ1[3]&EQ1[2]&EQ1[1]&LT1[0]));  
or o1(GT,GT1[3],(EQ1[3]&GT1[2]), (EQ1[3]&EQ1[2]&GT1[1]),(EQ1[3]&EQ1[2]&EQ1[1]&GT1[0]));  
and a1(EQ,EQ1[0],EQ1[1],EQ1[2],EQ1[3]);  
endmodule

===== /design/flow/run.sh =====
#!/bin/bash
# OpenROAD 26Q1-2900-gdf79404cd8, Yosys 0.63+post, stock flow scripts
make -C /OpenROAD-flow-scripts/flow DESIGN_CONFIG=/design/flow/config.mk WORK_HOME=/design/flow/orfs finish

===== /design/flow/config.mk =====
export PLATFORM = sky130hd
export DESIGN_NAME = BS_4_comp4
export DESIGN_NICKNAME = BS_4_comp4
export VERILOG_FILES = /design/flow/design.v
export SDC_FILE = /design/flow/constraint.sdc
export NUM_CORES = 4
export LEC_CHECK = 1
export CORE_AREA = 10 10 70 70
export DIE_AREA = 0 0 80 80

===== /design/flow/constraint.sdc =====
current_design BS_4_comp4

set clk_period 2.7
set clk_io_pct 0.2

create_clock -name clk0 -period $clk_period

set non_clock_inputs [all_inputs -no_clocks]
set_input_delay [expr $clk_period * $clk_io_pct] -clock clk0 $non_clock_inputs
set_output_delay [expr $clk_period * $clk_io_pct] -clock clk0 [all_outputs]

==> out/metrics.cfg <==
[yosys]
synthesis.area_um2=173.9
mux_area_share_pct=0
ys_cells=25
synth-area-yosys_um2=173.9
yosysTopAreaCellShare_pct=57.55
synth_seq_share_pct=0
ys_sh_aoi_pct=17.27
simple_gate_share_pct=7.914
synth.distinct_cells=7
avgSynthCellArea_um2=6.957
common_cells=ha_1, inv_1, a21oi_1, o21ai_1
logic_family=adder cells
syn_inst=25
synth.area.top_cells=ha_1, inv_1, a21oi_1
ys_warn_count=0
synth_top_cell_by_area=ha_1
fa_ha_area_share_pct=57.55
xor_share_pct=0

[worst_setup_path]
path_max_fanout=3
cp.required_ns=2.16
crit_path_end_kind=output pin
path_class=primary input to output pin
arrival_ns=2.06
crit_path_start_kind=primary input

[final_layout]
n_fill_cell=400
ff_count=0
fin_util_pct=10.73
drive_gt1_share_pct=8.333
area_delta_synth_final_pct=110.8
n_clock_buffer=0
regArea_um2=0
logic_area_um2=168.9
fin_area_um2=366.6

[timing]
rsz0062_at_grt=false
tns_ns=0
worst_pin_slew_ns=0.1343
layout_min_cycle_time_ns=2.601
setup_viol=0
hold_violations=0
relSlewSlack_pct=91.02
fmax_ghz=0.3845
setup_ws_ns=0.09947
fin_crit_sh_pct=96.32
final_max_slew_viol_count=0

[floorplan]
die_width_um=80
dieHeight_um=80
core_area_um2=3416
rows=21
dieArea_um2=6400
io_pins=11
initCoreUtil_pct=5.092

[min_path]
worstHoldStart=b[0]
hold_class=primary input to output pin
hold-path-endpoint=EQ
whs_path_depth=5

[flow_run]
drv_cap=0
warning_count=36

[route]
drc=0
vias=184
wl_per_cell_um=6.146
routed_wl_um=504
drt_iter0_markers=8
drtPass1Iterations=2
viasPerCell=2.244
diodes=0
ant_nets=0

[cts]
post_cts.repair.setup_buffers=0
hold_buffers=0

[global_routing]
grt_pass1_vias=213
grt_pass1_wl_um=883
grt_antenna_before_repair=0
grt_max_degree=4
overflow=0
groute.usage.overall_pct=1.639

[placed_design]
port_buffers=11
hpwl_um=479.8
gp_congestion=0.6401
place_ws_ns=0.03407
dpl_cell_area_um2=341.6

[pwr]
power_leakage_nw=0.1611
vdd_drop_max_mv=0.01606
power.density_nw_per_um2=122.3

[status]
outcome=completed

cell usage in the layout, fill, tap and decap left out, drive strengths merged:
master / synthesis / layout
nand2: 2 / 2
ha: 8 / 8
clkdlybuf4s50: 0 / 11
o21ai: 2 / 2
inv: 8 / 8
nor2: 1 / 1
a21oi: 4 / 4
critical path: stages:
cell and delay (ns):
clkdlybuf4s50_1 0.48, inv_1 0.07, ha_4 0.28, nand2_2 0.07, o21ai_1 0.13, clkdlybuf4s50_1 0.49
routing by layer:
metal	vias up	global-route usage (%)	part of all wire (%)
li1	102	-	-
met1	78	1.912	41
met2	4	3.210	52
met3	0	0.2273	6.2
met4	0	0	0
met5	-	0	0
repair_timing:
| item | CTS | global route |
|---|---|---|
| endpoints found under the setup margin | 0 | 3 |
| gates resized | 0 | 2 |
| hold endpoints to repair | 0 | 0 |
worst max path at each step:
stage                 startpoint  to  slack, ns  depth (start not counted)
final                       a[3]  GT        0.1                          6
after global routing        a[3]  LT       0.01                          6
after CTS                   a[3]  GT       0.03                          6
stage by stage:
step	instances	power (mW)	hold slack, ns
after floorplan	25	0.01560	1.253
after global placement	82	0.03969	2.270
after detailed placement	82	0.04121	2.272
after CTS	82	0.04143	2.272
after global routing	82	0.05158	2.301
final	82	0.04484	2.257
power by group:
group	switching, mW	leakage (nW)	internal [mW]	total (mW)
Sequential	0	0	0	0
Combinational	0.0166	0.161	0.0282	0.0448
Clock	0	0	0	0
area by class of cell:
| type | instances | area share (%) |
|---|---|---|
| Multi-Input combinational cell | 17 | 46.08 |
| Timing Repair Buffer | 11 | 30.03 |
| Tap cell | 46 | 15.70 |
| Inverter | 8 | 8.191 |
cells by family after synthesis:
logic type | Yosys count
AND-OR/OR-AND | 6
adder cells (fa/ha/maj) | 8
buffers and inverters | 8
AND/OR/NAND/NOR | 3
No activity file was given, so power comes from the tool's default toggle rates.
