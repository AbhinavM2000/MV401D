==> ./design.v <==
`timescale 1ns / 1ps
module E_8_upcount_sync(input clk,output reg [7:0]count);
initial
count=0;
always @(posedge clk )
begin
if(count<8'hff)
count<= count+8'h01;
else
count=0;
end
endmodule
==> ./run.sh <==
#!/bin/bash
# OpenROAD 26Q1-2900-gdf79404cd8, Yosys 0.63+post, stock flow scripts
make -C /OpenROAD-flow-scripts/flow DESIGN_CONFIG=/design/flow/config.mk WORK_HOME=/design/flow/orfs finish
==> ./config.mk <==
export PLATFORM = sky130hd
export DESIGN_NAME = E_8_upcount_sync
export DESIGN_NICKNAME = E_8_upcount_sync
export VERILOG_FILES = /design/flow/design.v
export SDC_FILE = /design/flow/constraint.sdc
export NUM_CORES = 4
export LEC_CHECK = 1
export CORE_AREA = 10 10 70 70
export DIE_AREA = 0 0 80 80
==> ./constraint.sdc <==
current_design E_8_upcount_sync

set clk_period 2.1
set clk_io_pct 0.2

create_clock -name clk0 -period $clk_period [get_ports {clk}]

set non_clock_inputs [all_inputs -no_clocks]
set_input_delay [expr $clk_period * $clk_io_pct] -clock clk0 $non_clock_inputs
set_output_delay [expr $clk_period * $clk_io_pct] -clock clk0 [all_outputs]
==> results.toml <==
# implementation run metrics
[outcome]
outcome = "finished, final reports clean"

[worst_hold_path]
hold_path_class = "flop to flop"
min_from = "count[0]"

[grt]
antenna_found_initial = 0
grt_max_degree = 7
grt_pass1_wl_um = 1140
gr-total-overflow = 0
grt_usage_pct = 2.23
grt_pass1_vias = 241

[synthesis]
ys_cells = 33
ys_ff = 8
post_synth.cell_area_avg_um2 = 9.40
yosysSeqAreaShare_pct = 51.6
yosys_area_um2 = 310
yosysWarnings = 1
syn-cell-area_um2 = 310
synthCells = 33
ys_types = 15

[clocking]
cts_tree = "yes"
cts_made_buffers = 3
root_buffer = "clkbuf_4"
clock_sinks = 8
cts_setup_buffers = 0
htree_levels = 1
clock_path_buffers = 2
holdBufCountCts = 0
post_cts_resized = 0
clkSlewWorstSetupHoldPaths_ps = 50
worstSkewPairLatency_ps = 250

[sta]
finalHoldViolations = 0
fmax_ghz = 0.611
rsz0062_at_grt = "false"
fin_skew_ps = 5.11
finalSetupViolCount = 0
finalClockPeriodUsage_pct = 78.0
tightest_slew_ps = 383
slew_violations = 0
setup_tns_ps = 0
slew_headroom_pct = 74.2
finalCriticalPeriod_ps = 1640

[run]
warnings = 25
cap_violations = 0

[drt]
drc = 0
vias = 285
firstDrtPassIters = 4
drtIter0Drc = 14
via_per_inst = 3.17
wl_per_cell_um = 8.03
ant_nets = 0
wirelength_um = 723
diodes = 0

[die]
chip_area_um2 = 6400
core_region_area_um2 = 3420
die_w_um = 80
io_pins = 9
fp-utilization_pct = 9.08
fp-row-count = 21
dieHeight_um = 80

[pwr]
pwr_density_cell_nw_per_um2 = 568
ir_drop_v = 0.000236
power.leakage_nw = 0.165
finalPower_w = 0.000267

[place]
portBuffers = 8
detailed_place_hpwl_um = 564
gp_congestion = 0.768

[critical_path]
path_delay_family = "buffers and inverters"
cp_cell_sequence = "clkdlybuf4s50_1"
crit_buf_inv = 1
arrival_ps = 1220
worstSetupPathType = "flop to output port"
crit_path_start_kind = "flop"
r2r_start = "count[0]"
critical-path-slowest-cell = "clkdlybuf4s50_1"
max_stage_delay_ps = 530
cp-startpoint = "count[3]"
endpoint_kind = "output port"
cp_data_required_time_ps = 1680
crit_fanout = 6

[finish]
largest_register = "count"
final_layout_top_logic_cells = "8 x dfxtp_1, 8 x clkdlybuf4s50_1, 3 x or3_1, 3 x nand3_1, 3 x clkbuf_4"
largest_register_ffs = 8
drive_gt1_share_pct = 9.09
area.growth.synth_to_final_pct = 51.6
largestRegisters = "count (8)"
-- kinds of logic (layout without fill, tap and decap cells) --
kind of cell / Yosys count / in the layout / synth area share (%)
xor+xnor: 4 / 4 / 11.3
fa+ha+maj: 1 / 1 / 4.03
simple gates: 14 / 14 / 24.2
buf+inv: 2 / 13 / 2.42
flops: 8 / 8 / 51.6
compound gates: 4 / 4 / 6.45
-- metal layers --
metal | wire length, µm | up-vias | global-route usage (%)
met4 | 7 | 0 | 0.352
met1 | 324 | 130 | 2.94
met3 | 66 | 2 | 1.36
met2 | 325 | 13 | 3.05
li1 | - | 140 | -
met5 | 0 | - | 0
-- path summary, 6_finish.rpt --
check	end	slack (ps)	depth (start not counted)
setup / recovery	count[3]	460	1
hold / removal	count[0]	490	1
setup reg to reg	count[6]	730	4
hold reg to reg	count[0]	490	1
-- report_power, final --
group / total (W) / internal (W) / switching [W] / leakage (nW)
clock: 0.000115 / 0.0000652 / 0.0000499 / 0.0138
combinational: 0.0000000000870 / 0 / 0 / 0.0870
sequential: 0.000152 / 0.000152 / 0 / 0.0644
-- layout make-up --
class | instances | area, µm²
clock buffers | 3 | 22.5
repair buffers | 8 | 80.1
fillers | 407 | 2950
flip-flops and latches | 8 | 160
multi-input cells | 23 | 143
inverters | 2 | 7.51
well taps | 46 | 57.6
-- Yosys cell counts --
cell type | number | share of area (%)
nand2_2 | 1 | 2.0
a21oi_1 | 2 | 3.2
xnor2_1 | 2 | 5.6
ha_1 | 1 | 4.0
nand4_1 | 2 | 4.0
nor3_1 | 1 | 1.6
nor2b_1 | 1 | 2.0
xor2_1 | 2 | 5.6
nand2_1 | 1 | 1.2
inv_1 | 2 | 2.4
or3_1 | 3 | 6.0
nor2_1 | 2 | 2.4
o21ai_0 | 2 | 3.2
nand3_1 | 3 | 4.8
dfxtp_1 | 8 | 52
-- per-stage QoR --
stage	instances	area, µm²	hold slack, ps	utilization (%)	setup slack [ps]
3_5_place_dp	87	448	483	13.1	733
5_1_grt	90	470	526	13.8	391
6_report	90	470	491	13.8	462
3_3_place_gp	87	448	462	13.1	743
4_1_cts	90	470	498	13.8	456
2_1_floorplan	33	310	430	-	868
Power figures rest on the tool's default switching activity, not on a simulated workload.
